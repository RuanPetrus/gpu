==> design/flow/design.v <==
`default_nettype none
module GenTrianglePoints(
						 i_clk, i_start, i_v1, i_v2, i_v3,
						 o_write, o_done, o_point
);
   parameter SCREEN_WIDTH = 640;
   parameter SCREEN_HEIGHT = 480;
   input	 i_clk, i_start;
   input [63:0]	i_v1, i_v2, i_v3;  
   output reg	o_write, o_done;
   output reg [31:0] o_point;  
   reg signed [31:0] x1, x2, x3;
   reg signed [31:0] y1, y2, y3;
   reg signed [31:0] next_x1, next_x2, next_x3;
   reg signed [31:0] next_y1, next_y2, next_y3;
   wire				 order_expr;
   reg [3:0]		 state;
   reg [3:0]		 next_state;
   wire				 point_inside;
   reg				 next_o_write;
   reg				 next_o_done;
   reg [31:0]		 next_o_point;
   wire signed [31:0] minxf, minyf, maxxf, maxyf;
   wire signed [31:0] minx, miny, maxx, maxy;
   wire signed [31:0] dx21, dx32, dx13, dy21, dy32, dy13;
   wire signed [31:0] fdx21, fdx32, fdx13, fdy21, fdy32, fdy13;
   wire signed [31:0] eq1init, eq2init, eq3init;
   wire signed [31:0] eq1xinc, eq2xinc, eq3xinc;
   wire signed [31:0] eq1yinc, eq2yinc, eq3yinc;
   reg signed [31:0]  eq1y, eq2y, eq3y, eq1x, eq2x, eq3x;
   reg signed [31:0]  next_eq1y, next_eq2y, next_eq3y, next_eq1x, next_eq2x, next_eq3x;
   reg signed [31:0]  x, y;
   reg signed [31:0]  next_x, next_y;
   always @(posedge i_clk) begin
	  state <= next_state;
	  o_done <= next_o_done;
	  o_write <= next_o_write;
	  x1 <= next_x1;
	  x2 <= next_x2;
	  x3 <= next_x3;
	  y1 <= next_y1;
	  y2 <= next_y2;
	  y3 <= next_y3;
	  x <= next_x;
	  y <= next_y;
	  eq1y <= next_eq1y;
	  eq2y <= next_eq2y;
	  eq3y <= next_eq3y;
	  eq1x <= next_eq1x;
	  eq2x <= next_eq2x;
	  eq3x <= next_eq3x;
	  o_point <= next_o_point;
      if (i_start && state == 0) begin
		 state <= 1;
		 o_done <= 0;
		 o_write <= 0;
		 x1 <= i_v1[31:0];
		 x2 <= i_v2[31:0];
		 x3 <= i_v3[31:0];
		 y1 <= i_v1[63:32];
		 y2 <= i_v2[63:32];
		 y3 <= i_v3[63:32];
      end
   end
   initial state = 0;
   always @(*)  begin
	  if      (state == 1)   next_state = 2;
	  else if (state == 2)   next_state = 3;
	  else if (state == 3) next_state = 4;
	  else if (state == 4) begin
		 if (x +1 == maxx && y + 1 == maxy) next_state = 0;
		 else                               next_state = 4;
	  end
	  else next_state = state;
   end
   initial o_done = 1;
   initial o_write = 0;
   assign point_inside = (eq1x > 0 && eq2x > 0 && eq3x > 0);
   always @(*) begin
	  if (state == 0 || (state == 4 && x +1 == maxx && y + 1 == maxy))
		next_o_done = 1;
	  else next_o_done = 0;
	  if (state == 4 && point_inside) next_o_write = 1;
	  else next_o_write = 0;
	  if (state == 4 && point_inside) next_o_point = {y[15:0], x[15:0]};
	  else next_o_point = o_point;
   end 
   assign minxf = ((((x1) < (x2) ? (x1) : (x2))) < (x3) ? (((x1) < (x2) ? (x1) : (x2))) : (x3));
   assign minx = (((minxf + 32'sh0F) >>> 4) > (0) ? ((minxf + 32'sh0F) >>> 4) : (0));
   assign minyf = ((((y1) < (y2) ? (y1) : (y2))) < (y3) ? (((y1) < (y2) ? (y1) : (y2))) : (y3));
   assign miny = (((minyf + 32'sh0F) >>> 4) > (0) ? ((minyf + 32'sh0F) >>> 4) : (0));
   assign maxxf = ((((x1) > (x2) ? (x1) : (x2))) > (x3) ? (((x1) > (x2) ? (x1) : (x2))) : (x3));
   assign maxx = (((maxxf + 32'sh0F) >>> 4) < (SCREEN_WIDTH) ? ((maxxf + 32'sh0F) >>> 4) : (SCREEN_WIDTH));
   assign maxyf = ((((y1) > (y2) ? (y1) : (y2))) > (y3) ? (((y1) > (y2) ? (y1) : (y2))) : (y3));
   assign maxy = (((maxyf + 32'sh0F) >>> 4) < (SCREEN_HEIGHT) ? ((maxyf + 32'sh0F) >>> 4) : (SCREEN_HEIGHT));
   assign dx21 = x2 - x1;
   assign dx32 = x3 - x2;
   assign dx13 = x1 - x3;
   assign dy21 = y2 - y1;
   assign dy32 = y3 - y2;
   assign dy13 = y1 - y3;
   assign fdx21 = dx21 <<< 4;
   assign fdx32 = dx32 <<< 4;
   assign fdx13 = dx13 <<< 4;
   assign fdy21 = dy21 <<< 4;
   assign fdy32 = dy32 <<< 4;
   assign fdy13 = dy13 <<< 4;
   assign eq1xinc = eq1x - fdy21;
   assign eq2xinc = eq2x - fdy32;
   assign eq3xinc = eq3x - fdy13;
   assign eq1yinc = eq1y + fdx21;
   assign eq2yinc = eq2y + fdx32;
   assign eq3yinc = eq3y + fdx13;
   assign eq1init = dx21*((miny <<< 4) - y1) - dy21 * ((minx <<< 4) - x1);
   assign eq2init = dx32*((miny <<< 4) - y2) - dy32 * ((minx <<< 4) - x2);
   assign eq3init = dx13*((miny <<< 4) - y3) - dy13 * ((minx <<< 4) - x3);
   always @(*) begin
	  if (state == 3) begin 
		 next_x = minx;
		 next_y = miny;
		 next_eq1y = eq1init;
		 next_eq2y = eq2init;
		 next_eq3y = eq3init;
		 next_eq1x = eq1init;
		 next_eq2x = eq2init;
		 next_eq3x = eq3init;
	  end
	  else if (state == 4 && x + 1 == maxx) begin
		 next_x = minx;
		 next_y = y + 1;
		 next_eq1y = eq1yinc;
		 next_eq2y = eq2yinc;
		 next_eq3y = eq3yinc;
		 next_eq1x = eq1yinc;
		 next_eq2x = eq2yinc;
		 next_eq3x = eq3yinc;
	  end
	  else if (state == 4) begin
		 next_x = x + 1;
		 next_y = y;
		 next_eq1y = eq1y;
		 next_eq2y = eq2y;
		 next_eq3y = eq3y;
		 next_eq1x = eq1xinc;
		 next_eq2x = eq2xinc;
		 next_eq3x = eq3xinc;
	  end
	  else begin
		 next_x = x;
		 next_y = y;
		 next_eq1y = eq1y;
		 next_eq2y = eq2y;
		 next_eq3y = eq3y;
		 next_eq1x = eq1x;
		 next_eq2x = eq2x;
		 next_eq3x = eq3x;
	  end
   end
   assign order_expr = (y2 - y1) * (x3 - x2) - (x2 - x1) * (y3 - y2) > 0;
   always @(*) begin
	  next_x1 = x1;
	  next_y1 = y1;
	  if (state == 2 && order_expr) begin
		 next_x2 = x3;
		 next_x3 = x2;
		 next_y2 = y3;
		 next_y3 = y2;
	  end
	  else begin
		 next_x2 = x2;
		 next_x3 = x3;
		 next_y2 = y2;
		 next_y3 = y3;
	  end
   end
endmodule
==> design/flow/run.sh <==
#!/bin/bash
# OpenROAD 26Q1-2900-gdf79404cd8, Yosys 0.63+post, stock flow scripts
make -C /OpenROAD-flow-scripts/flow DESIGN_CONFIG=/design/flow/config.mk WORK_HOME=/design/flow/orfs finish
==> design/flow/config.mk <==
export PLATFORM = sky130hd
export DESIGN_NAME = GenTrianglePoints
export DESIGN_NICKNAME = GenTrianglePoints
export VERILOG_FILES = /design/flow/design.v
export SDC_FILE = /design/flow/constraint.sdc
export NUM_CORES = 4
export LEC_CHECK = 1
export CORE_UTILIZATION = 30
==> design/flow/constraint.sdc <==
current_design GenTrianglePoints

set clk_period 46.3
set clk_io_pct 0.2

create_clock -name clk0 -period $clk_period [get_ports {i_clk}]

set non_clock_inputs [all_inputs -no_clocks]
set_input_delay [expr $clk_period * $clk_io_pct] -clock clk0 $non_clock_inputs
set_output_delay [expr $clk_period * $clk_io_pct] -clock clk0 [all_outputs]
==> impl_metrics.yaml <==
# synthesis and place-and-route metrics
cts:
  cts_hold_buf: 0
  path_clk_slew_ns: 0.06
  cts_setup_buffers: 0
  cts-buffers-inserted: 81
  insertion_delay_ns: 0.89
  cts_resized: 0
  clockRootBuffer: "clkbuf_16"
  cts.htree.levels: 3
  cts_tree: "yes"
  tritoncts_num_sinks: 485
  cts_max_path_buffers: 4
detailed_routing:
  drc: 0
  drtPass1Iterations: 6
  vias: 152000
  wirelength_mm: 927
  avgRoutedWirePerCell_um: 31.4
  viasPerCell: 5.14
  ant_nets: 0
  drtIter0Drc: 9943
synth:
  flop_cell: "edfxtp_1"
  edf_count: 480
  ys_warn_count: 1
  synthCells: 21000
  ys_cells: 21000
  yosys_area_sq_um: 182000
  synth_flop_count: 485
  yosysUniqueCellTypes: 117
  async_flop_share: 0
  synth_seq_share: 0.0799
  avgSynthCellArea_sq_um: 8.63
  synthesis.area_sq_um: 182000
floorplanning:
  num_rows: 285
  core-area_sq_um: 603000
  io_pins: 228
  core_util_floorplan: 0.301
  chipArea_sq_um: 608000
  die_w_um: 780
  die_height_um: 780
timing:
  rsz0062_at_grt: "false"
  final_hold_viol_count: 0
  period_minus_slack_ns: 24.13
  skew_ns: 0.116
  setup_tns_ns: 0
  finalCritPeriodShare: 0.521
  maxSlewHeadroom: 0.215
  worstMarginPinSlew_ns: 1.15
  max_freq_mhz: 41.4
  setup_viol: 0
  slew_viol_final: 0
finish:
  area_delta_synth_final_pct: 10.9
  layout_top_cell: "inv_1"
  fill_cells: 62400
  drive_above_1_share: 0.0639
  final_util: 0.334
  final_cell_mix: "4217 x inv_1, 3518 x fa_1, 2710 x nor2_1"
setup_path:
  crit_path_max_fanout: 57
  required_ns: 46.92
  start_kind: "flop"
  critPathSlowestCell: "nor2_1"
  cpPeakStageDelay_ns: 0.77
  end_kind: "flop"
  crit_arrival_ns: 24.75
  cp_common_cell: "fa_1"
  crit_type: "reg2reg"
global_route:
  grt_usage: 0.321
  grt_overflow: 0
  grt_max_degree: 87
  antenna_found_initial: 118
  grt_pass1_vias: 159000
  grt_first_pass_wirelength_mm: 1280
pwr:
  power_leakage_nw: 95.4
  vdd.ir_drop.worst_uv: 24.4
  cellPowerDensity_nw_per_um2: 5.91
hold_path:
  hp-class: "reg2reg"
flow_run:
  maxCapViolCount: 0
  warnings: 25
placed_design:
  placement.io_buffers: 227
  gp_congestion: 1.10
  dp_hpwl_mm: 783
run_status:
  status: "completed"
critical path: cells and delay by family (launching register included):
| kind | cells | cell delay, ns |
|---|---|---|
| XOR/XNOR | 17 | 4.62 |
| buffers and inverters | 7 | 1.78 |
| multiplexers | 2 | 0.82 |
| flip-flops | 1 | 0.69 |
| AND/OR/NAND/NOR | 12 | 3.55 |
| AND-OR/OR-AND | 22 | 6.28 |
| adder cells (fa/ha/maj) | 14 | 6.03 |
per-layer routing:
metal  global-route usage  wire, um  vias to the layer above
li1                     -         -                    65900
met1                0.377    325000                    76800
met2                0.457    395000                     7233
met3                0.187    132000                     1910
met4                0.184     71700                      116
met5               0.0247      2670                        -
area by class of cell:
class	count	area [sq um]	area share
Multi-Input combinational cell	15500	149000	0.741
Inverter	4279	16100	0.0798
Sequential cell	485	14500	0.0721
Tap cell	8036	10100	0.0499
Timing Repair Buffer	1055	8560	0.0425
Clock buffer	88	2070	0.0103
Clock inverter	56	698	0.00347
Antenna cell	89	223	0.00111
per-stage QoR:
stage	area, sq um	setup WS [ns]	hold slack [ns]	power (mW)	instances
final	201000	22.17	0.504	1.19	29500
after global routing	201000	21.16	0.526	1.21	29500
after CTS	201000	22.42	0.509	1.20	29500
after detailed placement	198000	22.50	0.490	0.512	29300
after global placement	198000	22.34	0.488	0.512	29300
after floorplan	182000	25.54	0.455	0.485	21000
final timing paths:
check | startpoint | to | slack [ns] | depth (start not counted)
worst max-delay path | x2[0] | eq2x[31] | 22.17 | 74
worst min-delay path | x[8] | o_point[8] | 0.50 | 0
worst max register to register | x2[0] | eq2x[31] | 22.17 | 74
worst min register to register | x[8] | o_point[8] | 0.50 | 0
cell usage after synthesis (all sizes together), types with 101 or more instances:
master / number / area share
a21o: 238 / 0.0098
or3: 105 / 0.0036
fa: 3520 / 0.39
and2: 332 / 0.011
buf: 101 / 0.0026
o21a: 110 / 0.0045
inv: 4228 / 0.087
nor2: 2728 / 0.056
nand4: 115 / 0.0040
a21oi: 500 / 0.014
nand3: 242 / 0.0068
o21ai: 604 / 0.017
ha: 1676 / 0.12
nor3: 214 / 0.0060
clkbuf: 710 / 0.015
mux2i: 111 / 0.0062
nand2: 2381 / 0.049
xor2: 321 / 0.015
xnor2: 794 / 0.038
nand2b: 101 / 0.0035
edfxtp: 480 / 0.079
cell families after synthesis:
| group | count (synthesis) | share of synthesized area |
|---|---|---|
| AOI/OAI and AO/OA | 2224 | 0.0800 |
| and+or+nand+nor | 6697 | 0.159 |
| DFF | 485 | 0.0799 |
| muxes | 160 | 0.00935 |
| adders and majority gates | 5196 | 0.504 |
| xor gates and xnor gates | 1182 | 0.0621 |
| buffers and inverters | 5090 | 0.106 |
report_power, final:
part	switching (mW)	leakage, nW	internal [mW]
Clock	0.292	1.33	0.394
Combinational	0.0129	90.4	0.0144
Sequential	0	3.68	0.476
No activity file was given, so power comes from the tool's default toggle rates.
