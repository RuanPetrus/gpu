File: ./config.mk
export PLATFORM = sky130hd
export DESIGN_NAME = GenTriangleBoundries
export DESIGN_NICKNAME = GenTriangleBoundries
export VERILOG_FILES = /design/flow/design.v
export SDC_FILE = /design/flow/constraint.sdc
export NUM_CORES = 4
export LEC_CHECK = 1
export CORE_UTILIZATION = 50
File: ./run.sh
#!/bin/bash
# OpenROAD 26Q1-2900-gdf79404cd8, Yosys 0.63+post, stock flow scripts
make -C /OpenROAD-flow-scripts/flow DESIGN_CONFIG=/design/flow/config.mk WORK_HOME=/design/flow/orfs finish
File: ./constraint.sdc
current_design GenTriangleBoundries

set clk_period 61.6
set clk_io_pct 0.2

create_clock -name clk0 -period $clk_period [get_ports {clk}]

set non_clock_inputs [all_inputs -no_clocks]
set_input_delay [expr $clk_period * $clk_io_pct] -clock clk0 $non_clock_inputs
set_output_delay [expr $clk_period * $clk_io_pct] -clock clk0 [all_outputs]
File: ./design.v
`default_nettype none
module GenTriangleBoundries(
			  input wire		 clk,
			  input wire		 start,
			  input wire [63:0]	 v1,  
			  input wire [63:0]	 v2,
			  input wire [63:0]	 v3,
			  output wire		 done,
			  output wire		 fifo_write,
			  output wire [31:0] p,
			  output reg [3:0]	 state
			  );
   wire signed [31:0]			 minxf, minyf, maxxf, maxyf;
   wire signed [31:0]			 minx, miny, maxx, maxy;
   wire signed [31:0]			 dx21, dx32, dx13, dy21, dy32, dy13;
   wire signed [31:0]			 fdx21, fdx32, fdx13, fdy21, fdy32, fdy13;
   wire signed					 order_expr;
   wire signed [31:0]			 eq1init, eq2init, eq3init;
   wire signed [31:0]			 eq1xinc, eq2xinc, eq3xinc;
   wire signed [31:0]			 eq1yinc, eq2yinc, eq3yinc;
   wire signed [31:0]			 x1w, x2w, x3w, y1w, y2w, y3w;
   wire							 s;
   wire							 point_inside;
   reg signed [31:0]			 x1, x2, x3;
   reg signed [31:0]			 y1, y2, y3;
   reg signed [31:0]			 next_x1, next_x2, next_x3;
   reg signed [31:0]			 next_y1, next_y2, next_y3;
   reg signed [31:0]			 eq1y, eq2y, eq3y, eq1x, eq2x, eq3x;
   reg signed [31:0]			 next_eq1y, next_eq2y, next_eq3y, next_eq1x, next_eq2x, next_eq3x;
   reg signed [15:0]			 lastx;
   reg signed [15:0]			 next_lastx;
   reg signed [31:0]			 pr;
   reg signed [31:0]			 next_pr;
   reg							 doner, fifo_writer;
   reg signed [31:0]			 x, y;
   reg signed [31:0]			 next_x, next_y;
   reg [3:0]					 next_state;
   reg							 next_doner, next_fifo_writer;
   reg [3:0]					 waiting;
   reg [3:0]					 next_waiting;
   initial begin
      state = 0;
      doner = 1;
      fifo_writer = 0;
   end
   assign p = pr;
   assign done = doner;
   assign fifo_write = fifo_writer;
   assign x1w = v1[31:0];
   assign x2w = v2[31:0];
   assign x3w = v3[31:0];
   assign y1w = v1[63:32];
   assign y2w = v2[63:32];
   assign y3w = v3[63:32];
   pos_edge_det p0(
				   .sig(start),
				   .clk(clk),
				   .pe(s)
				   );
   assign minxf = (x1 < x2 ? (x1 < x3 ? x1 : x3) : (x2 < x3 ? x2 : x3));
   assign minx = (minxf + 32'h0F) >> 4;
   assign minyf = (y1 < y2 ? (y1 < y3 ? y1 : y3) : (y2 < y3 ? y2 : y3));
   assign miny = (minyf + 32'h0F) >> 4;
   assign maxxf = (x1 > x2 ? (x1 > x3 ? x1 : x3) : (x2 > x3 ? x2 : x3));
   assign maxx = (maxxf + 32'h0F) >> 4;
   assign maxyf = (y1 > y2 ? (y1 > y3 ? y1 : y3) : (y2 > y3 ? y2 : y3));
   assign maxy = (maxyf + 32'h0F) >> 4;
   assign dx21 = x2 - x1;
   assign dx32 = x3 - x2;
   assign dx13 = x1 - x3;
   assign dy21 = y2 - y1;
   assign dy32 = y3 - y2;
   assign dy13 = y1 - y3;
   assign fdx21 = dx21 << 4;
   assign fdx32 = dx32 << 4;
   assign fdx13 = dx13 << 4;
   assign fdy21 = dy21 << 4;
   assign fdy32 = dy32 << 4;
   assign fdy13 = dy13 << 4;
   assign eq1xinc = eq1x - fdy21;
   assign eq2xinc = eq2x - fdy32;
   assign eq3xinc = eq3x - fdy13;
   assign eq1yinc = eq1y + fdx21;
   assign eq2yinc = eq2y + fdx32;
   assign eq3yinc = eq3y + fdx13;
   assign order_expr = (y2w - y1w) * (x3w - x2w) - (x2w - x1w) * (y3w - y2w) > 0;
   assign eq1init = dx21*((miny << 4) - y1) - dy21 * ((minx << 4) - x1);
   assign eq2init = dx32*((miny << 4) - y2) - dy32 * ((minx << 4) - x2);
   assign eq3init = dx13*((miny << 4) - y3) - dy13 * ((minx << 4) - x3);
   assign point_inside = (eq1x > 0 && eq2x > 0 && eq3x > 0);
   always @(*)  begin
	  if (state == 1)         next_state = 2;
	  else if (state == 2)         next_state = 3;
	  else if (state == 3)    next_state = 4;
	  else if (state == 4) begin
		 if      (y >= maxy)    next_state = 0;
		 else if (point_inside) next_state = 5;
		 else                   next_state = 4;
	  end
	  else if (state == 5) begin
		 if (point_inside && (x < maxx)) next_state = 5;
		 else                            next_state = 4;
	  end
	  else next_state = state;
   end
   always @(*) begin
	  if (waiting == 0 && state == 1)       next_waiting = 10;
	  else if (waiting == 0 && state == 2)  next_waiting = 10;
	  else if (waiting == 0 && state == 3)  next_waiting = 10;
	  else if (waiting == 0) next_waiting = 0;
	  else next_waiting = waiting - 1;
   end
   always @(*) begin
	  if (state == 4 && y >= maxy) next_doner = 1;
	  else                            next_doner = 0;
	  if      (state == 4 && point_inside)                next_fifo_writer = 1;
	  else if (state == 5 && !(point_inside && x < maxx)) next_fifo_writer = 1;
	  else                                                   next_fifo_writer = 0;
   end 
   always @(*) begin
	  if (state == 1) begin
		next_x1 = x1w;
		next_y1 = y1w;
		if (order_expr) begin
			next_x2 = x3w;
			next_x3 = x2w;
			next_y2 = y3w;
			next_y3 = y2w;
		end
		else begin
			next_x2 = x2w;
			next_x3 = x3w;
			next_y2 = y2w;
			next_y3 = y3w;
		end
	  end
	  else begin
		next_x1 = x1;
		next_y1 = y1;
		next_x2 = x2;
		next_y2 = y2;
		next_x3 = x3;
		next_y3 = y3;
	  end
   end
   always @(*) begin
	  if (state == 3) begin 
		 next_x = minx;
		 next_y = miny;
		 next_eq1y = eq1init;
		 next_eq2y = eq2init;
		 next_eq3y = eq3init;
		 next_eq1x = eq1init;
		 next_eq2x = eq2init;
		 next_eq3x = eq3init;
	  end
	  else if ((state == 4 && (x >= maxx)) ||
			   (state == 5 && !(point_inside && (x < maxx)))) begin
		 next_x = minx;
		 next_y = y + 1;
		 next_eq1y = eq1yinc;
		 next_eq2y = eq2yinc;
		 next_eq3y = eq3yinc;
		 next_eq1x = eq1yinc;
		 next_eq2x = eq2yinc;
		 next_eq3x = eq3yinc;
	  end
	  else if ((state == 4) ||
               (state == 5)) begin
		 next_x = x + 1;
		 next_y = y;
		 next_eq1y = eq1y;
		 next_eq2y = eq2y;
		 next_eq3y = eq3y;
		 next_eq1x = eq1xinc;
		 next_eq2x = eq2xinc;
		 next_eq3x = eq3xinc;
	  end
	  else begin
		 next_x = x;
		 next_y = y;
		 next_eq1y = eq1y;
		 next_eq2y = eq2y;
		 next_eq3y = eq3y;
		 next_eq1x = eq1x;
		 next_eq2x = eq2x;
		 next_eq3x = eq3x;
	  end
   end
   always @(*) begin
	  if (point_inside) next_lastx = x[15:0];
	  else              next_lastx = lastx;
   end
   always @(*) begin
	  if      (state == 4 && point_inside) next_pr = {y[15:0], x[15:0]};
	  else if (state == 5 && !(point_inside && x < maxx)) next_pr = {y[15:0], lastx[15:0]};
	  else next_pr = pr;
   end
   always @(posedge clk) begin
	  waiting <= next_waiting;
	  if (waiting == 0) begin
		state <= next_state;
		doner <= next_doner;
		fifo_writer <= next_fifo_writer;
		x1 <= next_x1;
		x2 <= next_x2;
		x3 <= next_x3;
		y1 <= next_y1;
		y2 <= next_y2;
		y3 <= next_y3;
		x <= next_x;
		y <= next_y;
		eq1y <= next_eq1y;
		eq2y <= next_eq2y;
		eq3y <= next_eq3y;
		eq1x <= next_eq1x;
		eq2x <= next_eq2x;
		eq3x <= next_eq3x;
		lastx <= next_lastx;
		pr <= next_pr;
	  end
      if (s) begin
		 state <= 1;
		 waiting <= 10;
		 doner <= 0;
		 fifo_writer <= 0;
      end
   end
endmodule
module pos_edge_det(
	input sig, clk,
	output pe
);
reg sig_dly;
initial begin
   sig_dly = 0;
end
always@(posedge clk) begin
	sig_dly <= sig;
end
assign pe = sig & ~sig_dly;
endmodule
==> run notes <==
The run finished with clean final reports. In the synthesized netlist the dominant register cell turns out to be sky130_fd_sc_hd__edfxtp_1. The run gives 153,900 as the via count of the first global-routing pass. Averaged over all synthesized cells, the footprint is 8.755 sq um. Buffering stage count on the worst path with inverters included: 6. The endpoint identified for the worst register-to-register timing path is eq3x[31]. The worst clock skew is 0.07256 ns. The final timing report lists a hold violation count of 0. The reported max-cap violation count was 0. Standard cell with the maximum stage delay on the critical path: sky130_fd_sc_hd__buf_4. The kind of critical path is input port to flip-flop. The logs give 148,600 for the via count and 232 for the number of ports placed on the die boundary. Summed over all routing layers, the global router reports a total usage of 46.55%.

The detailed router reported a total wirelength of 775,100 um. Per STA, the highest per-stage delay on the worst path measures 0.68 ns. The run gives 0.85 ns for the insertion delay of the later-clocked pin in the worst-skew pair. CTS built an H-tree with a depth of 3. The number of vias per cell after detailed routing is 5.691. Including well taps, the total number of placed cells is 25,940.

Endpoint with the worst hold slack: doner. The highest achievable clock rate is 36.99 MHz. The cell family contributing the most delay on the critical path is adder cells. The run gives 0.1946 sq mm as the placed instance area. The fill cell total of the finished layout came out at 33,550. The post-synthesis register bit count is 506. The startpoint of the worst register-to-register path was x1[6]. Summing all multi-input logic gate instances after layout gives 0.1489 sq mm. The synthesized design devotes to its leading area cell type 38.71% of total area. The total half-perimeter wirelength after legalization and detailed placement is 653,100 um, and the arrival time of data at the critical path endpoint is 27.59 ns.

The most common library cell in the layout ignoring fill and taps was sky130_fd_sc_hd__inv_1. Sorting the synthesized cells by area gives the leading types as sky130_fd_sc_hd__fa_1 39%, sky130_fd_sc_hd__ha_1 12%, sky130_fd_sc_hd__inv_1 9.0%. After clock tree synthesis, the flow added hold-fix buffers numbering 0.

In this run the vertical extent of the chip is 605.8 um. The synthesis log from Yosys contains 2 warnings. The worst hold path was traced through 2 stages. STA lists the maximum fanout along the critical path as 53. Wire segments on met3 add up to 132,100 um in the final route. The tally of unique sky130hd cells used after synthesis was 110; the register area was 0.01509 sq mm. Once the clock tree was built, the setup fixing pass inserted 0 buffers. RePlAce ended its routability-driven mode at a weighted congestion of 1.186. The tools report the number of antenna violations at the first check in global routing as 95. STA puts the critical path data required time at 62.15 ns. Per the CTS log, the root buffer master is sky130_fd_sc_hd__clkbuf_16. Measured against its own limit, the worst slew margin works out to 13.82%. The final report lists a non-filler cell total of 26,110. The most common logic cells in the final layout are 4,348 x sky130_fd_sc_hd__inv_1, 3,524 x sky130_fd_sc_hd__fa_1, 2,677 x sky130_fd_sc_hd__nor2_1. Recorded from the global router log, the overflow total was 0. Relative to the synthesized area, the layout overhead comes to 8.115%. The met1 routed wirelength after detailed routing is 273,900 um, and the total count of max-transition violations in the final report is 0.

Subtracting the final worst setup slack from the clock period gives 27.03 ns. The number of cells on the worst reg-to-reg path is 64. Of the cells placed in the final design, the portion with a size suffix greater than 1 is 6.218%.

The path category of the worst min-delay check was flip-flop to flip-flop. Adding up every negative setup slack in the final design gives 0 ns. The largest net degree is the start of global routing at 55. STA classifies the critical path endpoint as a flip-flop. The iteration-0 DRC count of the detailed router was 9,796; the clock-pin slew on the worst setup and hold paths was 0.06 ns.

TritonCTS built the clock tree. The worst path uses 43.89% of the clock period. With the detailed-routed wire length on met2 at 306,800 um, the design area is 0.1971 sq mm. STA classifies the critical path startpoint as an input port. Setup repair after global routing left no endpoint under its margin. The floorplan has 221 rows. The setup check on the worst reg-to-reg path leaves a slack of 39.97 ns. The number of port buffers works out to 230.

The highest routing layer actually used is met5. The detail route stage leaves a number of antenna-violating nets equal to 0. The stage logs contain a warning count of 25.

The critical path starts at v3[32]. The region available for standard cell placement spans 0.3625 sq mm. The slew at the pin with the worst max-slew slack was 1.293 ns. The report lists the number of cells resized after CTS as 0.

The tools report the floorplan utilization as 50.28%. The launch instance of the worst min-delay path was doner. With the count of flip-flops with a built-in enable after synthesis at 496, the die span in x is 605.8 um.

Area of the chip: 0.3669 sq mm. The number of setup violations in the final report is 0. For the clock sink total, the log shows 506. The number of buffers inserted during clock tree synthesis came out at 73. The first global-routing pass estimated 1,107,000 um of wire. In the Yosys report the total cell count is 20,820. The logs give 0.1823 sq mm for the total cell area reported by yosys after synthesis and 0 for the number of design rule violations left after detail routing. Per-cell routed wire length: 29.69 um. The largest area contributor in the netlist was sky130_fd_sc_hd__fa_1. Count of TritonRoute iterations in the first routing pass: 8. Synthesis produced a netlist whose cell count is 20,820. The most numerous cell type found on the critical path is sky130_fd_sc_hd__fa_1.

Sequential cells were found to cover 8.282% of the synthesized design area. Per the CTS log, the buffer count on the longest clock path is 4. The mapped netlist covers 0.1823 sq mm.

Yosys reported that registers with async set or reset make up 0%.
==> area by class of cell <==
type	instances	area share (%)
Antenna cell	38	0.04826
Clock buffer	83	0.9461
Clock inverter	43	0.2724
Inverter	4386	8.356
Multi-Input combinational cell	15260	75.56
Sequential cell	506	7.660
Tap cell	4794	3.044
Timing Repair Buffer	1003	4.113
==> cells in the mapped netlist (all sizes together) (48+ instances only) <==
| cell type | count |
|---|---|
| nor3 | 209 |
| o22ai | 48 |
| nor4 | 70 |
| a211oi | 79 |
| mux2 | 148 |
| edfxtp | 496 |
| o21ai | 446 |
| xnor3 | 57 |
| or2 | 99 |
| nor2 | 2688 |
| nor2b | 128 |
| xor2 | 401 |
| nand4 | 98 |
| clkbuf | 609 |
| buf | 62 |
| inv | 4356 |
| o211ai | 50 |
| o21a | 85 |
| xnor2 | 901 |
| ha | 1732 |
| and2 | 318 |
| nand2 | 2108 |
| nand3 | 204 |
| a21o | 212 |
| nand2b | 157 |
| a31oi | 91 |
| fa | 3524 |
| a21oi | 615 |
| o21bai | 111 |
| and3 | 91 |
| or3 | 69 |
==> through the flow <==
stage | util [%] | setup slack [ns] | hold slack, ns
after floorplan | - | 36.74 | 0.4218
after global placement | 53.67 | 33.92 | 0.4467
final | 54.36 | 34.57 | 0.4572
after CTS | 54.33 | 34.71 | 0.4647
after global routing | 54.35 | 33.85 | 0.4803
after detailed placement | 53.67 | 33.91 | 0.4567
==> worst max path at each step <==
stage         cells past startpoint  slack [ns]      to
CTS                              51       34.71  x2[28]
global route                     47       33.85  x3[27]
finish                           47       34.57  x2[27]
==> metal layers <==
metal | track usage [%] | vias up
met4 | 26.05 | 141
met3 | 31.30 | 1789
met2 | 59.81 | 8024
met1 | 59.57 | 73410
met5 | 4.377 | -
li1 | - | 65200
==> worst register-to-register path: cells and delay by family (launching register included) <==
| family | cells | cell delay [ns] |
|---|---|---|
| xor+xnor | 20 | 6.71 |
| fa+ha+maj | 12 | 5.70 |
| compound gates | 13 | 3.79 |
| simple gates | 12 | 2.91 |
| buf+inv | 7 | 1.28 |
| flops | 1 | 1.01 |
==> state kept, by name, indices dropped and copies added, names as in the netlist, 3 cells and up <==
register,count
eq3y,32
eq3x,32
x,32
eq1x,32
eq1y,32
eq2y,32
eq2x,32
lastx,16
y3,32
y1,32
y,32
x3,32
waiting,4
x1,32
state,3
x2,32
y2,32
pr,32
==> logic make-up after synthesis <==
| family | count (synthesis) | share of synthesized area (%) |
|---|---|---|
| fa+ha+maj | 5256 | 50.60 |
| compound gates | 2151 | 7.696 |
| xor+xnor | 1359 | 6.998 |
| mux | 170 | 1.035 |
| buf+inv | 5057 | 10.46 |
| other cells | 1 | 0.002057 |
| flops | 506 | 8.282 |
| simple gates | 6318 | 14.93 |
